==> ./design.v <==
module shift_array #(
    parameter N = 8
) (
    input clk,
    input rst_n,
    input logic [N-1:0] [7:0] data_in,  
    input logic ren_n,
    output logic [N-1:0] [7:0]  data_out
);
    logic ren_n_r;
    always_ff @ (posedge clk) begin
        ren_n_r <= ren_n;
    end
    assign data_out[0] = (ren_n_r) ? 0:data_in[0];
    generate
        for (genvar i=1;i<N;i++) begin
            shift_register #(.LEN(i))
            u_shift_reg (
                .clk(clk),
                .rst_n(rst_n),
                .din(data_in[i]),
                .ren_n(ren_n_r),
                .dout(data_out[i])
            );
        end
    endgenerate
endmodule
module shift_register #(
    parameter LEN = 4
)(
    input clk,
    input rst_n,
    input [7:0] din,
    input logic ren_n,
    output logic [7:0] dout
);
    logic [7:0] shift_reg [0:LEN-1];
    always_ff @(posedge clk) begin
        for (int i=0;i<LEN;i++) begin
            if (i==0) begin
                if (!rst_n) begin
                    shift_reg[i] <= 0;
                end
                else begin
                    if (ren_n) begin
                        shift_reg[i] <= 0;
                    end
                    else begin
                        shift_reg[i] <= din;
                    end
                end
            end
            else begin
                if (!rst_n) begin
                    shift_reg[i] <= 0;
                end
                else begin
                    shift_reg[i] <= shift_reg[i-1];
                end
            end
        end
    end
    assign dout = shift_reg[LEN-1];
endmodule
==> ./run.sh <==
#!/bin/bash
# OpenROAD 26Q1-2900-gdf79404cd8, Yosys 0.63+post, stock flow scripts
make -C /OpenROAD-flow-scripts/flow DESIGN_CONFIG=/design/flow/config.mk WORK_HOME=/design/flow/orfs finish
==> ./config.mk <==
export PLATFORM = sky130hd
export DESIGN_NAME = shift_array
export DESIGN_NICKNAME = shift_array
export VERILOG_FILES = /design/flow/design.v
export SDC_FILE = /design/flow/constraint.sdc
export NUM_CORES = 4
export LEC_CHECK = 1
export CORE_UTILIZATION = 30
==> ./constraint.sdc <==
current_design shift_array

set clk_period 2.7
set clk_io_pct 0.2

create_clock -name clk0 -period $clk_period [get_ports {clk}]

set non_clock_inputs [all_inputs -no_clocks]
set_input_delay [expr $clk_period * $clk_io_pct] -clock clk0 $non_clock_inputs
set_output_delay [expr $clk_period * $clk_io_pct] -clock clk0 [all_outputs]
==> flow.log <==
[flow] final metrics
INFO  metric run_status = complete, no violations
INFO  metric vias_per_cell = 3.79
INFO  metric r2r_end = genblk1[1].u_shift_reg.shift_reg[0][0]
INFO  metric grt-ovfl-total = 0
INFO  metric grt_pass1_vias = 3310
INFO  metric clk_pin_slew_worst_paths = 0.06 ns
INFO  metric place_ws = 0.541 ns
INFO  metric grt_antenna_before_repair = 0
INFO  metric path_class_of_the_lowest_slack_min_delay_path = register to register
INFO  metric clock_skew = 0.00798 ns
INFO  metric most_used_flip_flop_cell_after_synthesis = dfxtp_1
INFO  metric timing.final.hold_violations = 0
INFO  metric rrSetupSlack = 1.28 ns
INFO  metric end_kind = output port
INFO  metric path_class = register to output port
INFO  metric critical_path.max_fanout = 34
INFO  metric flop_area = 0.00451 mm2
INFO  metric tritoncts_num_sinks = 225
INFO  metric mappedNetlistArea = 0.00638 mm2
INFO  metric yosys-dominant-comb-family = simple AND/OR/NAND/NOR gates
INFO  metric holdBufCountCts = 0
INFO  metric worst_hold_path.num_cells = 1
INFO  metric final.fill_count = 1884
INFO  metric total_routed_length = 10.1 mm
INFO  metric p_leak = 3.61 nW
INFO  metric synth-area-yosys = 0.00638 mm2
INFO  metric place.detailed.hpwl = 5.91 mm
INFO  metric fp-row-count = 52
INFO  metric flip_flop_count_of_the_largest_register_after_layout = 224
INFO  metric holdCritStartpoint = genblk1[7].u_shift_reg.shift_reg[3][3]
INFO  metric worst_case_clock_buffer_depth = 3
INFO  metric synthesized_area_per_cell = 13.1 um2
INFO  metric ys_top_cells_by_area = dfxtp_1, and2_1, and3b_1
INFO  metric die_h = 148 um
INFO  metric openroad.warnings = 27
INFO  metric cts.root.buffer_cell = clkbuf_16
INFO  metric htree_levels = 1
INFO  metric core_region_area = 0.0206 mm2
INFO  metric layout_min_cycle_time = 2.40 ns
INFO  metric dpl.cell_count = 859
INFO  metric grt_max_degree = 225
INFO  metric tritoncts = yes
INFO  metric hold_ws = 0.425 ns
INFO  metric post_layout_nonfiller_instances = 900
INFO  metric post_synth_num_cell_types = 9
INFO  metric grt_first_pass_wirelength = 16.4 mm
INFO  metric synth.yosys.warnings = 15
INFO  metric netlist.top_cell.by_area = dfxtp_1
INFO  metric share_of_the_clock_period_used_by_the_worst_path = 88.9%
INFO  metric power_per_cell_area = 797 mW/mm2
INFO  metric top_cells_by_count = dfxtp_1, and2_1, and3b_1
INFO  metric logic_area = 0.00160 mm2
INFO  metric min_delay_worst_endpoint = genblk1[7].u_shift_reg.shift_reg[4][3]
INFO  metric drive_gt1_share = 6.35%
INFO  metric final_sum_of_negative_setup_slack = 0 ns
INFO  metric drt-pass1-iter-count = 2
INFO  metric worst_slew_margin_rel = 56.0%
INFO  metric ir_drop = 393 uV
INFO  metric yosys.area_share.adder = 0%
INFO  metric dr_wl_met2 = 4.51 mm
INFO  metric critical_path_arrival = 1.86 ns
INFO  metric postCtsSetupRepairBufs = 0
INFO  metric core_util_floorplan = 31.0%
INFO  metric wire_length_per_cell = 11.2 um
INFO  metric setup_slack = 0.300 ns
INFO  metric yosys_register_bits = 225
INFO  metric clock.latency.late_pin = 0.50 ns
INFO  metric io_pins = 131
INFO  metric remaining_drc_errors = 0
INFO  metric via_total_after_detailed_routing = 3415
INFO  metric wl_met1 = 4.65 mm
INFO  metric chip_width = 148 um
INFO  metric drt_iter0_drc = 87
INFO  metric cp_data_required_time = 2.16 ns
INFO  metric syn_inst = 487
INFO  metric yosys.stat.seqShare = 70.6%
INFO  metric synth_simple_gate_area_share = 25.0%
INFO  metric aoi_share = 0%
INFO  metric yosys.area_share.xor_xnor = 0%
INFO  metric edf_count = 0
INFO  metric buffer_ports.inserted = 130
INFO  metric globalplace.congestion = 0.728
INFO  metric slew_viol_final = 0
INFO  metric post_cts.resized_instances = 0
INFO  metric unrepaired_setup_endpoints_after_global_routing = false
INFO  metric synthDominantCellAreaShare = 70.6%
INFO  metric synth.mux.area_fraction = 0%
INFO  metric worst_setup_start_kind = register
INFO  metric drtAntennaViolNets = 0
INFO  metric post-synth-top-count-cell = dfxtp_1
INFO  metric design.die.area = 0.0219 mm2
INFO  metric final_total_power = 0.00680 W
INFO  metric fmax = 417 MHz
INFO  metric met3WireLength = 719 um
INFO  metric reg2reg_from = ren_n_r
INFO  metric n_antenna_cell = 0
INFO  metric setup_violations = 0
INFO  metric numCtsBuffers = 23
INFO  metric grt_usage = 9.47%
INFO  metric worstMarginPinSlew = 0.659 ns
INFO  metric timing.max_cap.violations = 0
INFO  metric routed.top_layer = met4
INFO  metric area_delta_synth_final = 33.8%
INFO  metric synthArstFlopShare = 0%
INFO  metric yosys-stat-cells = 487
INFO  metric r2r_cells = 2
==> final cells by class <==
type                    count  area share, %
clock buffers              30           7.28
flip-flops and latches    225           52.8
well taps                 270           3.96
multi-input cells         232           18.7
clock inverters            11           1.74
repair buffers            132           15.5
==> cells by family after synthesis <==
family	after synthesis
AND/OR/NAND/NOR	232
flip-flops	225
buffers and inverters	30
==> worst max path at each step <==
stage	slack, ns	startpoint	cells after the start	endpoint
global route	0.16	ren_n_r	2	data_out[7]
CTS	0.24	ren_n_r	2	data_out[7]
finish	0.30	ren_n_r	2	data_out[7]
==> layout by cell type, fill, tap and decap left out, drive strengths merged <==
| master | synthesis | layout |
|---|---|---|
| and3b | 56 | 56 |
| clkinv | 0 | 3 |
| inv | 0 | 2 |
| clkinvlp | 0 | 3 |
| and2 | 168 | 168 |
| buf | 26 | 3 |
| bufinv | 0 | 3 |
| and2b | 4 | 4 |
| clkdlybuf4s50 | 0 | 129 |
| nor2b | 4 | 4 |
| clkbuf | 4 | 30 |
| dfxtp | 225 | 225 |
==> worst max-delay path: stages (launching register included) <==
cell and delay [ns]:
dfxtp_2 0.68, and2b_1 0.25, clkdlybuf4s50_1 0.41
==> power breakdown <==
part / internal (W) / switching [W]
registers: 0.00339 / 0.0000203
clock network: 0.00192 / 0.00124
logic: 0.000162 / 0.0000728
total: 0.00547 / 0.00133
==> per-layer routing <==
layer,global-route usage [%],up-vias
li1,-,1773
met1,13.7,1534
met2,14.3,91
met3,2.80,17
met4,2.16,0
met5,0,-
==> per-stage QoR <==
step                      cell area [um2]  util [%]
after floorplan                      6380         -
after global placement               7770      37.8
after detailed placement             7770      37.8
after CTS                            8540      41.5
after global routing                 8540      41.5
final                                8540      41.5
No activity file was given, so power comes from the tool's default toggle rates.
