==> flow/design.v <==
module SA_control #(   
    parameter depth = 64
)
(
    input logic clk,
    input logic rst_n,
    input logic en,
    input logic [depth-1:0] start_addr_in_buffer,
    input logic [depth-1:0] len_in_buffer,
    output logic rd_in_buffer,
    output logic [depth-1:0] rd_addr_in_buffer,
    output logic en_SA,
    output logic [8:1][8:1] clc_SA,
    output logic [8:1] row_out_valid,
    output logic FLAG_finish,
    input logic [depth-1:0] start_addr_out_buffer,
    output logic wr_out_buffer,
    output logic [depth-1:0] wr_addr_out_buffer
);
localparam IDLE      = 3'd0;
localparam DATAIN    = 3'd1;  
localparam DATAOUT   = 3'd2;   
localparam FINISH    = 3'd3;   
reg [5:0] state;
reg [3:0] out_counter;
always_ff @(posedge clk) begin
    if(!rst_n) begin
        state <= IDLE;
        out_counter <= 0;
        rd_in_buffer <= 1'b0;
        rd_addr_in_buffer <= {depth{1'b0}};
        en_SA <= 1'b0;
        clc_SA <= 64'b0;
        row_out_valid <= 8'b0000_0000;
        FLAG_finish <= 1'b0;
        wr_out_buffer <= 1'b0;
        wr_addr_out_buffer <= {depth{1'b0}};
    end
    else if(en) begin
        case (state)
            IDLE: begin
                state <= DATAIN;
                out_counter <= 0;
                rd_in_buffer <= 1'b1;
                rd_addr_in_buffer <= start_addr_in_buffer;
                en_SA <= 1'b1;
                clc_SA <= 64'b0;
                row_out_valid <= 8'b0000_0000;
                FLAG_finish <= 1'b0;
                wr_out_buffer <= 1'b0;
                wr_addr_out_buffer <= {depth{1'b0}};
            end
            DATAIN: begin  
                if (rd_addr_in_buffer == start_addr_in_buffer + len_in_buffer) begin
                    state <= DATAOUT;
                    rd_in_buffer <= 1'b0;
                    rd_addr_in_buffer <= {depth{1'b0}};
                end
                else begin 
                    state <= DATAIN;
                    rd_in_buffer <= 1'b1;
                    rd_addr_in_buffer <= rd_addr_in_buffer + 1'b1;
                end
                out_counter <= 0;
                en_SA <= 1'b1;
                clc_SA <= 64'b0;
                row_out_valid <= 8'b0000_0000;
                FLAG_finish <= 1'b0;
                wr_out_buffer <= 1'b0;
                wr_addr_out_buffer <= {depth{1'b0}};
            end
            DATAOUT: begin   
                out_counter <= out_counter + 1'b1;
                rd_in_buffer <= 1'b0;
                rd_addr_in_buffer <= {depth{1'b0}};
                en_SA <= 1'b1;
                FLAG_finish <= 1'b0;
                case (out_counter)
                    4'b0000: begin
                        state <= DATAOUT;
                        clc_SA <= {{1'b1}, {63{1'b0}}};
                        row_out_valid <= 8'b0000_0000;
                        wr_out_buffer <= 1'b0;
                        wr_addr_out_buffer <= {depth{1'b0}};
                    end
                    4'b0001: begin
                        state <= DATAOUT;
                        clc_SA <= {{1'b0}, {1'b1}, {6{1'b0}}, {1'b1}, {55{1'b0}}};
                        row_out_valid <= 8'b0000_0000;
                        wr_out_buffer <= 1'b0;
                        wr_addr_out_buffer <= {depth{1'b0}};
                    end
                    4'b0010: begin
                        state <= DATAOUT;
                        clc_SA <= {{2{1'b0}}, {1'b1}, {6{1'b0}}, {1'b1}, {6{1'b0}}, {1'b1}, {47{1'b0}}};
                        row_out_valid <= 8'b0000_0000;
                        wr_out_buffer <= 1'b0;
                        wr_addr_out_buffer <= {depth{1'b0}};
                    end
                    4'b0011: begin
                        state <= DATAOUT;
                        clc_SA <= {{3{1'b0}}, {1'b1}, {6{1'b0}}, {1'b1}, {6{1'b0}}, {1'b1}, {6{1'b0}}, {1'b1}, {39{1'b0}}};
                        row_out_valid <= 8'b0000_0000;
                        wr_out_buffer <= 1'b0;
                        wr_addr_out_buffer <= {depth{1'b0}};
                    end
                    4'b0100: begin
                        state <= DATAOUT;
                        clc_SA <= {{4{1'b0}}, {1'b1}, {6{1'b0}}, {1'b1}, {6{1'b0}}, {1'b1}, {6{1'b0}}, {1'b1}, {6{1'b0}}, {1'b1}, {31{1'b0}}};
                        row_out_valid <= 8'b0000_0000;
                        wr_out_buffer <= 1'b0;
                        wr_addr_out_buffer <= {depth{1'b0}};
                    end
                    4'b0101: begin
                        state <= DATAOUT;
                        clc_SA <= {{5{1'b0}}, {1'b1}, {6{1'b0}}, {1'b1}, {6{1'b0}}, {1'b1}, {6{1'b0}}, {1'b1}, {6{1'b0}}, {1'b1}, {6{1'b0}}, {1'b1}, {23{1'b0}}};
                        row_out_valid <= 8'b0000_0000;
                        wr_out_buffer <= 1'b0;
                        wr_addr_out_buffer <= {depth{1'b0}};
                    end                    
                    4'b0110: begin
                        state <= DATAOUT;
                        clc_SA <= {{6{1'b0}}, {1'b1}, {6{1'b0}}, {1'b1}, {6{1'b0}}, {1'b1}, {6{1'b0}}, {1'b1}, {6{1'b0}}, {1'b1}, {6{1'b0}}, {1'b1}, {6{1'b0}}, {1'b1}, {15{1'b0}}};
                        row_out_valid <= 8'b0000_0000;
                        wr_out_buffer <= 1'b0;
                        wr_addr_out_buffer <= {depth{1'b0}};
                    end  
                    4'b0111: begin
                        state <= DATAOUT;
                        clc_SA <= {{7{1'b0}}, {1'b1}, {6{1'b0}}, {1'b1}, {6{1'b0}}, {1'b1}, {6{1'b0}}, {1'b1}, {6{1'b0}}, {1'b1}, {6{1'b0}}, {1'b1}, {6{1'b0}}, {1'b1}, {6{1'b0}}, {1'b1}, {7{1'b0}}};
                        row_out_valid <= 8'b1000_0000;
                        wr_out_buffer <= 1'b1;
                        wr_addr_out_buffer <= start_addr_out_buffer;
                    end  
                    4'b1000: begin
                        state <= DATAOUT;
                        clc_SA <= {{15{1'b0}}, {1'b1}, {6{1'b0}}, {1'b1}, {6{1'b0}}, {1'b1}, {6{1'b0}}, {1'b1}, {6{1'b0}}, {1'b1}, {6{1'b0}}, {1'b1}, {6{1'b0}}, {1'b1}, {6{1'b0}}};
                        row_out_valid <= 8'b0100_0000;
                        wr_out_buffer <= 1'b1;
                        wr_addr_out_buffer <= wr_addr_out_buffer + 1'b1;
                    end  
                    4'b1001: begin
                        state <= DATAOUT;
                        clc_SA <= {{23{1'b0}}, {1'b1}, {6{1'b0}}, {1'b1}, {6{1'b0}}, {1'b1}, {6{1'b0}}, {1'b1}, {6{1'b0}}, {1'b1}, {6{1'b0}}, {1'b1}, {5{1'b0}}};
                        row_out_valid <= 8'b0010_0000;
                        wr_out_buffer <= 1'b1;
                        wr_addr_out_buffer <= wr_addr_out_buffer + 1'b1;
                    end  
                    4'b1010: begin
                        state <= DATAOUT;
                        clc_SA <= {{31{1'b0}}, {1'b1}, {6{1'b0}}, {1'b1}, {6{1'b0}}, {1'b1}, {6{1'b0}}, {1'b1}, {6{1'b0}}, {1'b1}, {4{1'b0}}};
                        row_out_valid <= 8'b0001_0000;
                        wr_out_buffer <= 1'b1;
                        wr_addr_out_buffer <= wr_addr_out_buffer + 1'b1;
                    end
                    4'b1011: begin
                        state <= DATAOUT;
                        clc_SA <= {{39{1'b0}}, {1'b1}, {6{1'b0}}, {1'b1}, {6{1'b0}}, {1'b1}, {6{1'b0}}, {1'b1}, {3{1'b0}}};
                        row_out_valid <= 8'b0000_1000;
                        wr_out_buffer <= 1'b1;
                        wr_addr_out_buffer <= wr_addr_out_buffer + 1'b1;
                    end  
                    4'b1100: begin
                        state <= DATAOUT;
                        clc_SA <= {{47{1'b0}}, {1'b1}, {6{1'b0}}, {1'b1}, {6{1'b0}}, {1'b1}, {2{1'b0}}};
                        row_out_valid <= 8'b0000_0100;
                        wr_out_buffer <= 1'b1;
                        wr_addr_out_buffer <= wr_addr_out_buffer + 1'b1;
                    end  
                    4'b1101: begin
                        state <= DATAOUT;
                        clc_SA <= {{55{1'b0}}, {1'b1}, {6{1'b0}}, {1'b1}, {1'b0}};
                        row_out_valid <= 8'b0000_0010;
                        wr_out_buffer <= 1'b1;
                        wr_addr_out_buffer <= wr_addr_out_buffer + 1'b1;
                    end  
                    4'b1110: begin
                        state <= DATAOUT;
                        clc_SA <= {{63{1'b0}}, {1'b1}};
                        row_out_valid <= 8'b0000_0001;
                        wr_out_buffer <= 1'b1;
                        wr_addr_out_buffer <= wr_addr_out_buffer + 1'b1;
                    end  
                    4'b1111: begin
                        state <= FINISH;
                        clc_SA <= {64{1'b0}};
                        row_out_valid <= 8'b0000_0000;
                        wr_out_buffer <= 1'b0;
                        wr_addr_out_buffer <= {depth{1'b0}};
                    end  
                    default: begin
                        state <= DATAOUT;
                        clc_SA <= {64{1'b0}};
                        row_out_valid <= 8'b0000_0000;
                        wr_out_buffer <= 1'b0;
                        wr_addr_out_buffer <= {depth{1'b0}};
                    end
                endcase
            end
            FINISH: begin
                state <= IDLE;
                out_counter <= 0;
                rd_in_buffer <= 1'b1;
                rd_addr_in_buffer <= {depth{1'b0}};
                en_SA <= 1'b1;
                clc_SA <= 64'b0;
                row_out_valid <= 8'b0;
                FLAG_finish <= 1'b1;
                wr_out_buffer <= 1'b0;
                wr_addr_out_buffer <= {depth{1'b0}};
            end
            default: begin
                state <= DATAIN;
                out_counter <= 0;
                rd_in_buffer <= 1'b1;
                rd_addr_in_buffer <= start_addr_in_buffer;
                en_SA <= 1'b1;
                clc_SA <= 64'b0;
                FLAG_finish <= 1'b0;
                wr_out_buffer <= 1'b0;
                wr_addr_out_buffer <= {depth{1'b0}};
            end
        endcase
    end
end
endmodule
==> flow/run.sh <==
#!/bin/bash
# OpenROAD 26Q1-2900-gdf79404cd8, Yosys 0.63+post, stock flow scripts
make -C /OpenROAD-flow-scripts/flow DESIGN_CONFIG=/design/flow/config.mk WORK_HOME=/design/flow/orfs finish
==> flow/config.mk <==
export PLATFORM = sky130hd
export DESIGN_NAME = SA_control
export DESIGN_NICKNAME = SA_control
export VERILOG_FILES = /design/flow/design.v
export SDC_FILE = /design/flow/constraint.sdc
export NUM_CORES = 4
export LEC_CHECK = 1
export CORE_UTILIZATION = 30
==> flow/constraint.sdc <==
current_design SA_control

set clk_period 37.3
set clk_io_pct 0.2

create_clock -name clk0 -period $clk_period [get_ports {clk}]

set non_clock_inputs [all_inputs -no_clocks]
set_input_delay [expr $clk_period * $clk_io_pct] -clock clk0 $non_clock_inputs
set_output_delay [expr $clk_period * $clk_io_pct] -clock clk0 [all_outputs]
==> qor.yml <==
sta:
  tightest_slew_ns: 1.05
  finalMaxSlewViolations: 0
  setup_viol: 0
  hold_viol_final: 0
  fmax_ghz: 0.0779
  finalCriticalPeriod_ns: 12.84
  min_period_over_period: 0.344
  relSlewSlack: 0.294
  rsz0062_at_grt: "false"
  tns_ns: 0
  clock-skew-final_ns: 0.0334
outcome:
  run_status: "finished, final reports clean"
worst_setup_path:
  path_cells: "clkdlybuf4s50_1 > ha_1 > a21oi_1 > o21ai_0 > a21oi_1 > nor2b_1 > a2111oi_1 > nand4_1 > nor4b_1 > nand4_1 > nor4_4 > a311o_2 > buf_4 > nor3_1 > or3_1"
  required_ns: 37.67
  r2r_slack_ns: 32.37
  cp_max_fo: 22
  crit_start: "start_addr_in_buffer[7]"
  r2r_cells: 12
  slowest_stage: "a2111oi_1"
  reg2reg_to: "rd_addr_in_buffer[28]"
  path_buffers: 2
  cpPeakStageDelay_ns: 0.67
  crit_arrival_ns: 13.21
  critical_path_class: "primary input to flip-flop"
  r2r_start: "rd_addr_in_buffer[53]"
  end_kind: "flip-flop"
  startpoint_type: "primary input"
  path_delay_family: "AND-OR/OR-AND gates"
clock_network:
  cts.sinks: 163
  hold_buffers: 0
  cts_setup_buffers: 0
  clock_latency_ns: 0.52
  clkTransAtPathRegs_ns: 0.06
  clockRootBuffer: "clkbuf_16"
  cts_made_buffers: 17
  clockBufferDepth: 2
  h-tree-depth: 4
  cts_tree: "done"
  postCtsResizedCells: 0
flow_run:
  openroad.warnings: 28
  drv_cap: 0
place:
  numPortBuffers: 398
  gp_congestion: 1.01
  hpwl_mm: 68.0
  placed_cells: 3066
cells_and_area:
  drive_above_1_share: 0.0386
  area_growth_pct: 32.5
  lay_top_count: "clkdlybuf4s50_1"
  layout_top_cells: "397 x clkdlybuf4s50_1, 270 x nand2_1, 231 x o21ai_0, 183 x nor2_1, 163 x dfxtp_1"
  instances_no_fill: 3099
synthesis:
  ys_ff: 163
  syn-mean-instance-area_um2: 7.03
  synth-edff-count: 0
  syn_area_um2: 15000
  synth_cells: 2131
  yosys_cells: 2131
  flop_cell: "dfxtp_1"
  synthArstFlopShare: 0
  ys_area_um2: 15000
  seq_area_frac_synth: 0.218
  ys_warn_count: 1
  synth.distinct_cells: 86
drt:
  wirelength_mm: 84.7
  vias: 18500
  post_drt_wl_per_cell_um: 27.3
  firstDrtPassIters: 7
  drc_errors: 0
  drtIter0Drc: 1594
  ant_nets: 0
  routed_via_density: 5.98
power_and_ir_drop:
  finalPower_mw: 0.598
  power_density_nw_per_um2: 30.1
  leakage_nw: 6.63
  vdd_drop_max_mv: 0.0265
floorplanning:
  fp-utilization: 0.305
  die-area_um2: 50800
  die_h_um: 225
  core_um2: 49100
  io_pins: 399
  std_cell_rows: 81
  die_width_um: 225
global_route:
  grt_antenna_before_repair: 1
  grt_remaining_overflow: 0
  grt_first_pass_wirelength_mm: 120
  grt_max_degree: 70
  grt_usage: 0.332
  grt_pass1_vias: 17100
hold_path:
  hold_start: "en_SA"
  hold_class: "flip-flop to flip-flop"
  hold_path_end: "en_SA"
  min_path_cells: 1
metal layers:
layer | wire length, um | vias to the layer above | global-route usage | share of wire
met5 | 0 | - | 0 | 0
met4 | 2250 | 0 | 0.0733 | 0.027
met3 | 7580 | 86 | 0.0726 | 0.089
met2 | 36800 | 958 | 0.497 | 0.43
met1 | 38100 | 8964 | 0.491 | 0.45
li1 | - | 8517 | - | -
registers in the layout (all words and copies together), names as in the netlist:
register	count
out_counter	4
clc_SA	15
wr_out_buffer	1
row_out_valid	8
FLAG_finish	1
rd_in_buffer	1
en_SA	1
state	4
wr_addr_out_buffer	64
rd_addr_in_buffer	64
cell type report:
| type | count | area, um^2 |
|---|---|---|
| inverter | 44 | 165 |
| multi-input combinational | 1765 | 10800 |
| clock buffer | 21 | 440 |
| antenna | 2 | 5.00 |
| fill | 5050 | 29200 |
| tap | 664 | 831 |
| timing repair buffer | 430 | 4220 |
| sequential | 163 | 3260 |
| clock inverter | 10 | 149 |
where the power goes:
part | total [mW] | switching (mW) | internal, mW | leakage, nW
clock network | 0.192 | 0.0862 | 0.106 | 0.284
registers | 0.193 | 0.0137 | 0.180 | 1.32
logic | 0.213 | 0.133 | 0.0796 | 5.03
total | 0.598 | 0.233 | 0.365 | 6.63
per-stage QoR:
step / hold WS [ns] / setup slack, ns / util / area [um^2]
5_1_grt: 0.489 / 24.26 / 0.404 / 19800
6_report: 0.460 / 24.46 / 0.405 / 19800
3_3_place_gp: 0.449 / 24.11 / 0.392 / 19200
4_1_cts: 0.460 / 24.64 / 0.404 / 19800
2_1_floorplan: 0.401 / 26.46 / - / 15000
3_5_place_dp: 0.447 / 24.11 / 0.392 / 19200
cells by family after synthesis:
family,synth area share
simple gates,0.267
flops,0.218
buf+inv,0.0654
fa+ha+maj,0.0590
compound gates,0.320
mux,0.00819
xor+xnor,0.0626
worst max path at each step:
stage / to / cells after the start
CTS: rd_addr_in_buffer[28] / 15
global route: rd_addr_in_buffer[28] / 15
finish: rd_addr_in_buffer[28] / 15
worst reg2reg max path: stages (launching register included):
cell,delay (ns)
dfxtp_1,0.42
xnor2_1,0.68
a211o_1,0.19
o22ai_1,0.07
a211oi_1,0.59
nand4_1,0.22
nor4b_1,0.51
nand4_1,0.22
nor4_4,0.45
a311o_2,0.60
buf_4,0.39
nor3_1,0.09
or3_1,0.36
cell usage after synthesis (all sizes together), types with 13 or more instances:
cell type	instances	area (um^2)
o211ai	22	165
a211oi	14	105
o22ai	18	119
dfxtp	163	3260
a22o	18	158
nor4	36	262
nor3	53	265
nor2	184	691
ha	69	863
inv	43	161
and3	38	238
a21o	13	97.6
o31a	13	114
a32oi	16	148
nand3	80	405
a211o	16	140
buf	72	485
nand4	67	425
nand2b	13	81.3
nand2	271	1020
clkbuf	87	329
xnor2	67	587
a31oi	22	144
and2	13	81.3
a22oi	77	578
a21oi	157	793
o21ai	248	1240
o21a	15	113
xor2	40	350
nor2b	20	125
Power figures rest on the tool's default switching activity, not on a simulated workload.
